**flow/run.sh**
```bash
#!/bin/bash
# OpenROAD 26Q1-2900-gdf79404cd8, Yosys 0.63+post, stock flow scripts
make -C /OpenROAD-flow-scripts/flow DESIGN_CONFIG=/design/flow/config.mk WORK_HOME=/design/flow/orfs finish
```
**flow/config.mk**
```make
export PLATFORM = sky130hd
export DESIGN_NAME = keyboard
export DESIGN_NICKNAME = keyboard
export VERILOG_FILES = /design/flow/design.v
export SDC_FILE = /design/flow/constraint.sdc
export NUM_CORES = 4
export LEC_CHECK = 1
export CORE_UTILIZATION = 40
```
**flow/constraint.sdc**
```tcl
current_design keyboard

set clk_period 3.6
set clk_io_pct 0.2

create_clock -name clk0 -period $clk_period [get_ports {clock}]

set non_clock_inputs [all_inputs -no_clocks]
set_input_delay [expr $clk_period * $clk_io_pct] -clock clk0 $non_clock_inputs
set_output_delay [expr $clk_period * $clk_io_pct] -clock clk0 [all_outputs]
```
**flow/design.v**
```verilog
interface ps2_if ();
  logic ps2_clk_i;
  logic ps2_dat_i;
  logic irq_o;
  modport dut(input ps2_clk_i, input ps2_dat_i, output irq_o);
  modport tb(output ps2_clk_i, output ps2_dat_i, input irq_o);
endinterface
module keyboard (
    input         ps2_clk,
    input         ps2_dat,
    input         resetn,
    input         clock,
    output        io_slave_awready,
    input         io_slave_awvalid,
    input  [31:0] io_slave_awaddr,
    input  [ 3:0] io_slave_awid,
    input  [ 7:0] io_slave_awlen,
    input  [ 2:0] io_slave_awsize,
    input  [ 1:0] io_slave_awburst,
    output        io_slave_wready,
    input         io_slave_wvalid,
    input  [63:0] io_slave_wdata,
    input  [ 7:0] io_slave_wstrb,
    input         io_slave_wlast,
    input         io_slave_bready,
    output        io_slave_bvalid,
    output [ 1:0] io_slave_bresp,
    output [ 3:0] io_slave_bid,
    output        io_slave_arready,
    input         io_slave_arvalid,
    input  [31:0] io_slave_araddr,
    input  [ 3:0] io_slave_arid,
    input  [ 7:0] io_slave_arlen,
    input  [ 2:0] io_slave_arsize,
    input  [ 1:0] io_slave_arburst,
    input         io_slave_rready,
    output        io_slave_rvalid,
    output [ 1:0] io_slave_rresp,
    output [63:0] io_slave_rdata,
    output        io_slave_rlast,
    output [ 3:0] io_slave_rid
);
  reg [7:0] fifo[7:0];
  reg [2:0] w_ptr, r_ptr;
  reg [9:0] buffer;
  reg [3:0] count;
  reg [2:0] ps2_clk_sync;
  always @(posedge clock) begin
    ps2_clk_sync <= {ps2_clk_sync[1:0], ps2_clk};
  end
  wire sampling = ps2_clk_sync[2] & ~ps2_clk_sync[1];
  always @(posedge clock) begin
    if (!resetn) begin
      count <= 0;
      w_ptr <= 0;
    end else begin
      if (sampling) begin
        if (count == 4'd10) begin
          if ((buffer[0] == 0) &&   
              (ps2_dat) &&   
              (^buffer[9:1])) begin   
            fifo[w_ptr] <= buffer[8:1];   
            w_ptr       <= w_ptr + 3'b1;
          end
          count <= 0;   
        end else begin
          buffer[count] <= ps2_dat;   
          count         <= count + 3'b1;
        end
      end
    end
  end
  parameter [1:0] sIdle = 0, sWdata = 1, sWresp = 2, sRaddr = 1, sRdata = 2;
  reg [ 1:0] srstate = sIdle;
  reg        sraddrEn = 1;
  reg        srdataEn = 0;
  reg [31:0] srdata = 0;
  reg        srlast = 0;
  reg [ 3:0] srid = 0;
  always @(posedge clock) begin   
    if (!resetn) begin
      srstate  <= sIdle;
      sraddrEn <= 1;
      srdataEn <= 0;
      srlast   <= 0;
    end else if (srstate == sIdle) begin
      if (sraddrEn & io_slave_arvalid) begin
        srstate  <= sRdata;
        sraddrEn <= 0;
        srdataEn <= 1;
        srdata   <= r_ptr == w_ptr ? 0 : fifo[r_ptr];
        r_ptr    <= r_ptr == w_ptr ? r_ptr : r_ptr + 1;
        srlast   <= 1;
        srid     <= io_slave_arid;
      end
    end else if (srstate == sRdata) begin
      if (srdataEn & io_slave_rready) begin
        srstate  <= sIdle;
        sraddrEn <= 1;
        srdataEn <= 0;
        srlast   <= 0;
      end
    end
  end
  assign io_slave_awready = 0;
  assign io_slave_wready  = 0;
  assign io_slave_bvalid  = 0;
  assign io_slave_bresp   = 0;
  assign io_slave_bid     = 0;
  assign io_slave_arready = sraddrEn;
  assign io_slave_rvalid  = srdataEn;
  assign io_slave_rresp   = 1;
  assign io_slave_rdata   = srdata;
  assign io_slave_rlast   = srlast;
  assign io_slave_rid     = srid;
endmodule
```
==> summary.txt <==
status: completed
power per standard cell area: 432 nW/µm²
crit path cell chain: clkdlybuf4s50_1 > nand2b_1 > nor4_2 > mux2i_4 > or2_4 > nor3_2 > buf_4
final worst-path cycle share: 67.3%
VDD IR-drop max: 225 µV
post-route ant nets: 0
worst path required time: 3640 ps
worst r2r path cells: 7
startpoint type of the worst setup path: input port
postcts setup bufs: 0
fin cells: 511
Max stage delay on crit path: 530 ps
CP Data Arrival Time: 2460 ps
cts repair resizes: 0
TritonRoute pass-1 iters: 24
Tightest Pin Transition: 741 ps
vias post-DR: 2377
per-cell routed wire length: 14.2 µm
GR peak layer: met2
number of global-route vias before repair: 2347
fin crit period: 2420 ps
CP Buf/Inv Count: 2
most numerous logic cell after layout: edfxtp_1
Synthesized registers: 101
Yosys Chip Area: 4820 µm²
GR Util met2: 21.4%
routability congestion estimate: 0.751
Hold Path Stages: 0
asr flop ratio synth: 0%
post-synthesis sequential area ratio: 60.4%
CP endpoint kind: register
hpwl dp: 4.88 mm
# DRC: 0
area grow syn2layout: 9.85%
CTS tree: built
post-synthesis average cell area: 14.7 µm²
via density per instance: 4.65
CTS buffer count: 9
delay-heaviest family, CP: simple AND/OR/NAND/NOR gates
clock latency (worst-skew pair): 330 ps
Worst-path clk slew: 70 ps
Hold Path End: ps2_clk_sync[1]$_DFF_P_
slack of the worst reg-to-reg path: 1240 ps
RR Startpoint: count[0]$_SDFFE_PN0P_
Final Max-Slew Violation Tally: 0
Worst Hold Class: reg -> reg
unrepaired setup endpoints after global routing: false
CTS sink count: 101
die area: 12500 µm²
Synth Cell Area: 4820 µm²
Hold Crit Start: ps2_clk_sync[0]$_DFF_P_
LEAKAGE: 1.98 nW
post-synth cell types: 48
placed cells: 495
core area: 11600 µm²
hold buffers post-CTS: 0
Worst path slowest cell: clkdlybuf4s50_1
largest net degree at the start of global routing: 19
ys flop type: edfxtp_1
CTS HTree Levels: 3
final setup fails: 0
final setup TNS: 0 ps
Iteration-0 DRC Markers: 141
Synth Instances: 329
flip-flops with a built-in enable: 89
first-pass GRT wire length: 11.9 mm
Total GRT Usage: 13.2%
Routed WL: 7.25 mm
Rows: 39
reg2reg end: buffer[4]$_DFFE_PP_
WP depth: 7
tool warnings: 200
Rel. slew slack: 50.3%
Yosys warnings: 1
Buffers on Ports: 24
die height: 112 µm
clock skew: 7.22 ps
max-cap violations: 0
initial antenna violation count: 0
root buffer cell: clkbuf_16
io pins: 262
Top Layout Cells: edfxtp_1, conb_1, clkdlybuf4s50_1
chip width: 112 µm
GRT Residual Overflow: 0
Core Util at FP: 41.7%
f_max: 413 MHz
ANT cells: 0
met1 GRT Util: 17.2%
CP Class: in -> reg
Final Hold Viols: 0
CP max FO: 8
ys cells: 329
met3 Use GR: 6.70%
layout cells sized above 1: 17.1%
CTS Buffer Depth: 2
## synth_stat cells, types with 4 or more instances
| cell | instances | area, µm² |
|---|---|---|
| o21ai_1 | 4 | 20.0 |
| nor3_2 | 5 | 50.1 |
| mux2i_1 | 10 | 100 |
| ha_1 | 8 | 100 |
| a22o_1 | 4 | 35.0 |
| mux4_2 | 16 | 360 |
| buf_2 | 5 | 25.0 |
| nand2_1 | 17 | 63.8 |
| edfxtp_1 | 89 | 2670 |
| nor2_1 | 18 | 67.6 |
| buf_4 | 70 | 526 |
| xor2_1 | 7 | 61.3 |
| nor2b_1 | 5 | 31.3 |
| dfxtp_1 | 12 | 240 |
| a21oi_1 | 4 | 20.0 |
| nand3_1 | 7 | 35.0 |
## logic make-up after synthesis
group	count (synthesis)	share of synthesized area [%]
simple gates	70	8.53
mux	30	10.7
fa+ha+maj	8	2.07
flops	101	60.4
xor+xnor	11	2.65
buf+inv	85	12.2
other cells	2	0.156
compound gates	22	3.27
## how the worst max path moves through the flow
stage                         start                   end  slack (ps)
finish                      ps2_dat  fifo[4][4]$_DFFE_PP_        1180
global route  count[0]$_SDFFE_PN0P_   buffer[4]$_DFFE_PP_        1010
CTS                         ps2_dat  fifo[5][1]$_DFFE_PP_        1170
## flip-flops by register name, indices dropped and copies added (netlist names)
name / count
fifo: 64
r_ptr: 3
ps2_clk_sync: 3
srid: 4
sraddrEn: 1
srdata: 8
w_ptr: 3
buffer: 10
count: 4
srlast: 1
## where the power goes
part	leakage (nW)	internal, W	switching (W)
registers	0.904	0.00128	0.0000187
logic	0.947	0.0000617	0.0000504
clock network	0.129	0.000473	0.000404
## metal layers
metal,part of all wire (%),vias up
met5,0,-
met4,0.74,0
met3,9.6,4
met2,49,127
met1,41,1116
li1,-,1130
## area by class of cell
cell class	count	area [µm²]
Clock buffer	10	229
Timing Repair Buffer	37	338
Inverter	6	25.0
Tap cell	143	179
Fill cell	986	6260
Sequential cell	101	2910
Multi-Input combinational cell	208	1570
Clock inverter	6	46.3
## through the flow
stage	hold slack, ps	setup WS (ps)	utilization [%]	power, W	area (µm²)
after floorplan	310	1170	-	0.00145	5070
after global placement	310	835	43.4	0.00144	5020
after detailed placement	314	817	43.4	0.00144	5020
after CTS	329	1170	45.8	0.00232	5300
after global routing	351	1010	45.8	0.00238	5300
final	330	1180	45.8	0.00229	5300
Power figures rest on the tool's default switching activity, not on a simulated workload.
